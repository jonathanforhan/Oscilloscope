==> ./constraint.sdc <==
current_design VGA_Sync

set clk_period 3.6
set clk_io_pct 0.2

create_clock -name clk0 -period $clk_period [get_ports {clk}]

set non_clock_inputs [all_inputs -no_clocks]
set_input_delay [expr $clk_period * $clk_io_pct] -clock clk0 $non_clock_inputs
set_output_delay [expr $clk_period * $clk_io_pct] -clock clk0 [all_outputs]
==> ./config.mk <==
export PLATFORM = sky130hd
export DESIGN_NAME = VGA_Sync
export DESIGN_NICKNAME = VGA_Sync
export VERILOG_FILES = /design/flow/design.v
export SDC_FILE = /design/flow/constraint.sdc
export NUM_CORES = 4
export LEC_CHECK = 1
export CORE_AREA = 10 10 112 112
export DIE_AREA = 0 0 122 122
==> ./design.v <==
`timescale 1ns / 1ps   
`default_nettype none
module VGA_Sync #(
    parameter int H_DISPLAY = 640,   
    parameter int H_L_BORDER = 48,   
    parameter int H_R_BORDER = 16,   
    parameter int H_RETRACE = 96,   
    parameter int V_DISPLAY = 480,   
    parameter int V_T_BORDER = 10,   
    parameter int V_B_BORDER = 33,   
    parameter int V_RETRACE = 2   
) (
    input wire clk,
    input wire rst,
    input wire [11:0] rgb_in,
    output wire vidstate,
    output wire hsync,
    output wire vsync,
    output wire [11:0] rgb_out,
    output logic [9:0] h,
    output logic [9:0] v
);
  localparam int H_MAX = H_DISPLAY + H_L_BORDER + H_R_BORDER + H_RETRACE - 1;
  localparam int START_H_RETRACE = H_DISPLAY + H_R_BORDER;
  localparam int END_H_RETRACE = H_DISPLAY + H_R_BORDER + H_RETRACE - 1;
  localparam int V_MAX = V_DISPLAY + V_T_BORDER + V_B_BORDER + V_RETRACE - 1;
  localparam int START_V_RETRACE = V_DISPLAY + V_B_BORDER;
  localparam int END_V_RETRACE = V_DISPLAY + V_B_BORDER + V_RETRACE - 1;
  always_ff @(posedge clk, posedge rst) begin
    if (rst) begin
      h <= 0;
      v <= 0;
    end else begin
      if (h == H_MAX) begin
        h <= 0;
        v <= v == V_MAX ? 0 : v + 1;
      end else begin
        h <= h + 1;
      end
    end
  end
  assign hsync = h >= START_H_RETRACE && h <= END_H_RETRACE;
  assign vsync = v >= START_V_RETRACE && v <= END_V_RETRACE;
  assign vidstate = (h < H_DISPLAY) && (v < V_DISPLAY);
  assign rgb_out = vidstate ? rgb_in : 12'b0;
endmodule
==> ./run.sh <==
#!/bin/bash
# OpenROAD 26Q1-2900-gdf79404cd8, Yosys 0.63+post, stock flow scripts
make -C /OpenROAD-flow-scripts/flow DESIGN_CONFIG=/design/flow/config.mk WORK_HOME=/design/flow/orfs finish
==> impl_metrics.toml <==
# implementation run metrics
[final_timing]
hold_viol_final = 0
holdWs_ps = 526
relSlewSlack_pct = 47.8
timing.fmax_ghz = 0.373
rsz0062_at_grt = "false"
period_used_pct = 74.5
fin_ws_ps = 919
finalSetupTns_ps = 0
setup_violations = 0
final.setup_skew_ps = 4.11
period_needed_ps = 2680
tightest_slew_ps = 783
finalMaxSlewViolations = 0

[critical_path]
worst_path_max_delay_cell = "clkdlybuf4s50_1"
r2r_cells = 4
r2r_slack_ps = 1440
cp_common_cell = "nor4_1"
path_max_fanout = 5
crit_path_end = "vsync"
regToRegStartpoint = "h[5]"
critPathLaunchType = "register"
cp-end-kind = "output pin"
worstPathRequired_ps = 2880
worstReg2RegEnd = "v[4]"
cp-startpoint = "v[4]"
arrival_ps = 1960
path_class = "reg -> out"
cp_cell_sequence = "nor4_1 -> nand2_1 -> nor4_1 -> clkdlybuf4s50_1"
slowest_delay_ps = 540

[synthesis]
most_common_cell = "dfrtp_1"
synth-edff-count = 0
synth_top_cell_by_area = "dfrtp_1"
synthArstFlopShare_pct = 100
top_cells_by_area = "dfrtp_1 42%, ha_1 7.4%, and2_1 6.9%"
ys_warn_count = 1
yosys.stat.seqShare_pct = 42.5
synth_cell_types = 29
synth_area_mm2 = 0.00118
avgSynthCellArea_um2 = 9.66
ys_area_mm2 = 0.00118
synth_cells = 122
top_area_share_pct = 42.5
ys_cells = 122
synth-main-ff-cell = "dfrtp_1"
ys_top_cells_by_count = "20 x dfrtp_1, 13 x and2_1, 10 x nand2_1"
ys_ff = 20

[routing]
drtIter0Drc = 48
wl_per_cell_um = 11.1
drc = 0
dr.pass1.iters = 4
vias = 1043
avgViaCountPerCell = 3.39
antenna_left = 0
drt_wl_total_um = 3430
n_antenna_cell = 0

[final_layout]
final_cell_area_mm2 = 0.00187
fin_util_pct = 18.3
instances_no_fill = 308
area_growth_pct = 58.6
fill_cells = 1104
final_layout_size_suffix_gt1_share_pct = 5.81

[status]
outcome = "completed"

[global_route]
grt.overflow.total = 0
grt_pass1_wl_um = 5180
grt_pass1_vias = 975
grt_antenna_before_repair = 0
grt_max_degree = 21
track_usage_pct = 4.22

[cts]
root_buffer = "clkbuf_8"
cts_resized = 0
postCtsHoldBufs = 0
clkLatencyLatePin_ps = 250
cts_tree = "built"
post_cts_buffers = 0
clk_path_buf_depth = 2
cts.sinks = 20
path_clk_slew_ps = 70
cts_buffers = 3
htree_levels = 1

[floorplanning]
ios = 49
fp-utilization_pct = 11.5
rows = 37
fp.dieW_um = 122
die_h_um = 122
chipArea_mm2 = 0.0149
core_area_mm2 = 0.0102

[hold_path]
holdCritPathClass = "reg -> reg"

[place]
io_buffers = 48
place_ws_ps = 1120
gp_congestion = 0.776
dpl_cell_area_mm2 = 0.00183
hpwl_um = 2770
placedCellCount = 305

[power_and_ir_drop]
p_leak_nw = 0.733
vdd_drop_max_mv = 0.0914
power_density_mw_per_mm2 = 215
total_power_uw = 401

[job]
maxCapViolCount = 0
tool_warnings = 31
-- cells in the final DEF (no fill, tap or decap) --
cell             count
a21oi_1              1
o21ai_0              3
xor2_1               7
nor4_1               6
and2_1              13
a21bo_2              1
clkdlybuf4s50_1     48
nor4_2               1
and3_1               1
or4b_1               1
o22ai_1              1
o21a_1               2
nand3b_1             1
nor4_4               1
or3_4                1
dfrtp_1             20
nand3_1              8
inv_1                7
xnor2_1              7
nand2_1             10
clkbuf_8             3
o31ai_1              1
nand4_1              4
nor3_1               3
buf_4                1
nor3_2               2
nor2_1               9
ha_1                 7
and4_1               1
nor2b_1              1
-- worst min path at each step --
stage | startpoint | endpoint | slack, ps | cells past startpoint
CTS | v[8] | v[8] | 530 | 1
global route | h[0] | h[0] | 570 | 1
finish | v[8] | v[8] | 530 | 1
-- state kept, by name (all words and copies together), names as in the netlist --
signal / count
v: 10
h: 10
-- worst max-delay path, delay by kind of cell (launching register included) --
kind / cells / cell delay (ps)
flops: 1 / 460
simple gates: 3 / 710
buf+inv: 1 / 540
-- where the power goes --
| group | total [mW] | internal, mW | switching (mW) |
|---|---|---|---|
| combinational | 0.0345 | 0.0262 | 0.00826 |
| sequential | 0.225 | 0.225 | 0 |
| clock | 0.142 | 0.0743 | 0.0677 |
| total | 0.401 | 0.325 | 0.0760 |
-- layer usage --
| metal | wire length, um | share of wire, % | global-route usage, % | vias up |
|---|---|---|---|---|
| met5 | 0 | 0 | 0 | - |
| met4 | 8 | 0.23 | 0.373 | 0 |
| met3 | 404 | 12 | 1.88 | 2 |
| met2 | 1410 | 41 | 6.36 | 37 |
| met1 | 1610 | 47 | 5.68 | 480 |
| li1 | - | - | - | 524 |
-- cell type report --
type                    count  area (um^2)  share of cell area [%]
repair buffers             49          488                    26.1
flip-flops and latches     20          500                    26.8
inverters                   7         26.3                    1.41
well taps                 136          170                    9.10
multi-input cells          93          643                    34.4
clock buffers               3         41.3                    2.21
-- kinds of logic after synthesis --
kind of cell,synth area share (%)
AND-OR/OR-AND,4.99
XOR/XNOR,10.4
adder cells (fa/ha/maj),7.43
buffers and inverters,2.97
flip-flops,42.5
AND/OR/NAND/NOR,31.7
Power figures rest on the tool's default switching activity, not on a simulated workload.
