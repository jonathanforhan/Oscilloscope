$ cat ./design.v
`timescale 1ns / 1ps   
`default_nettype none
module Clock_Gen #(
    parameter int FREQ_IN  = 100_000_000,   
    parameter int FREQ_OUT = 25_175_000     
) (
    input  wire  clk_in,
    input  wire  rst,
    output logic clk_out
);
  localparam int TICKS = FREQ_IN / (FREQ_OUT * 2);
  logic [31:0] i = 0;
  always_ff @(posedge clk_in, posedge rst) begin
    if (rst) begin
      i <= 0;
    end else begin
      if (i == TICKS) begin
        i <= 0;
        clk_out <= ~clk_out;
      end else begin
        i <= i + 1;
      end
    end
  end
endmodule
$ cat ./run.sh
#!/bin/bash
# OpenROAD 26Q1-2900-gdf79404cd8, Yosys 0.63+post, stock flow scripts
make -C /OpenROAD-flow-scripts/flow DESIGN_CONFIG=/design/flow/config.mk WORK_HOME=/design/flow/orfs finish
$ cat ./config.mk
export PLATFORM = sky130hd
export DESIGN_NAME = Clock_Gen
export DESIGN_NICKNAME = Clock_Gen
export VERILOG_FILES = /design/flow/design.v
export SDC_FILE = /design/flow/constraint.sdc
export NUM_CORES = 4
export LEC_CHECK = 1
export CORE_UTILIZATION = 40
$ cat ./constraint.sdc
current_design Clock_Gen

set clk_period 5.5
set clk_io_pct 0.2

create_clock -name clk0 -period $clk_period [get_ports {clk_in}]

set non_clock_inputs [all_inputs -no_clocks]
set_input_delay [expr $clk_period * $clk_io_pct] -clock clk0 $non_clock_inputs
set_output_delay [expr $clk_period * $clk_io_pct] -clock clk0 [all_outputs]
==> changes_impl.md <==
### Physical design

* Run status: completed
* Min-Delay Startpoint: i[31]$_DFF_PP0_
* Startpoint types: flip-flop
* Most frequent cells after synthesis: 32 x dfrtp_1, 26 x xnor2_1, 15 x nand3_1
* Setup_tns at 0 ns
* Avg Vias per Cell at 5.30
* RSZ-0062 raised after global routing: no
* Fp util at 42.5%
* Slowest stage delay, CP at 0.46 ns
* Internal power at 358 uW
* Grt total ovfl at 0
* Syn Inst Count at 137
* CP delay by family, top: buffers and inverters
* CP Max Fanout at 2
* Cell leakage power at 0.802 nW
* Routability-driven placement congestion ratio at 0.783
* Combinational fraction of design power at 1.4%
* Final Max Tran Viols at 0
* Worst-path cell chain: clkdlybuf4s50_1
* Max Cap Viol at 0
* Tightest hold margin at 0.483 ns
* Yosys Instances at 137
* Post-Syn Area at 1580 sq um
* Clk latency late pin at 0.29 ns
* CTS tree: built
* Antenna Cells at 0
* Worst hold path type: flip-flop to flip-flop
* Site Rows at 22
* Net Sw Frac at 20.0%
* Yosys Chip Area at 1580 sq um
* Count of tool warnings at 26
* Layout area overhead at 10.9%
* Post-cts sizing count at 0
* Flops after synth at 33
* Post-DRT Antenna Nets at 0
* Hold Path End: i[31]$_DFF_PP0_
* Worst r2r src: i[0]$_DFF_PP0_
* Yosys warns at 1
* Crit path buf inv count at 1
* Core Region at 3720 sq um
* Router iterations before antenna repair at 2
* DRC viols at 0
* Final Hold Fails at 0
* DIE HEIGHT at 64.8 microns
* Top cells by area: dfrtp_1 51%, xnor2_1 14%, nand3_1 4.8%
* WL per Instance at 13.8 microns
* Hold Crit Depth at 1
* Reg power frac at 54.5%
* GRT Util Overall at 15.2%
* Tcrit/Tclk final at 39.9%
* WS Path Type: flip-flop to output port
* Number of global-route vias before repair at 1011
* DIE WIDTH at 64.8 microns
* Most used flip-flop cell after synthesis: dfrtp_1
* Synth unique cells at 22
* Worst vdd ir at 88.5 uV
* IO buf count at 2
* CP endpoint kind: output port
* Setup Fix Bufs, Post-CTS at 0
* Largest net degree at the start of global routing at 33
* Post-synthesis sequential area ratio at 52.6%
* Fin crit period at 2.20 ns
* R2R setup slack at 3.63 ns
* Via Count at 1029
* Reg-to-Reg End: i[20]$_DFF_PP0_
* Ys async rst share at 97.0%
* Clock Skew at 0.00647 ns
* Worst-path clk slew at 0.07 ns
* Worst R2R Path Depth at 5
* Post-DP HPWL at 1.79 mm
* Clk buf depth at 2
* Clock Sinks at 33
* H-tree depth at 2
* Share of layout cells above drive strength 1 at 12.3%
* Inserted Clock Buffers at 5
* Max Fclk at 455 MHz
* Layout fillers at 330
* Antenna violations before repair at 0
* Number of enable flip-flop cells at 1
* Cell type with the largest total area: dfrtp_1
* DR iter-0 viols at 118
* P_sw at 89.4 uW
* Clock share of power at 44.1%
* Number of cells on the critical path at 1
* Data arrival, critical path at 1.10 ns
* Worst EP required at 4.40 ns
* Syn avg cell area at 11.5 sq um
* Dominant cell area share at 50.7%
* Buffer type at the clock tree root: clkbuf_8
* Least-Margin Pin Slew at 0.748 ns
* Boundary Pins at 3
* Chip area at 4200 sq um
* First-pass GRT wire length at 4.79 mm
* DRT Wirelength at 2.67 mm
* Top-count cell post-synth: dfrtp_1
* PwrDens at 256 nW/um^2
* Cts hold-fix bufs at 0
* Final setup fails at 0
* Worst slew margin at 49.7%
* Slowest cell on the critical path: clkdlybuf4s50_1
[layout make-up]
| type | instances | area (sq um) | share of cell area [%] |
|---|---|---|---|
| multi-input combinational | 97 | 713 | 40.7 |
| timing repair buffer | 3 | 27.5 | 1.57 |
| tap | 48 | 60.1 | 3.43 |
| clock buffer | 7 | 96.3 | 5.50 |
| clock inverter | 1 | 5.00 | 0.286 |
| sequential | 33 | 831 | 47.4 |
| inverter | 5 | 18.8 | 1.07 |
[layer usage]
layer  wire length (microns)  up-vias  global-route usage [%]
li1                        -      500                       -
met1                    1340      513                    23.0
met2                    1200       10                    23.6
met3                      81        6                    3.39
met4                      53        0                    2.50
met5                       0        -                       0
[flip-flops by register name, summed over array words and instances, names as in the netlist]
signal,count
i,32
clk_out,1
[placed cells by master, fill, tap and decap left out, types with 2 or more instances in the layout]
cell type        netlist  routed
ha_1                   2       2
and3_1                 3       3
clkdlybuf4s50_1        0       2
and4_1                 2       2
nor2_1                 9       9
inv_1                  5       5
nor4_4                 3       3
nand3_2                2       2
nand4_2                3       3
clkbuf_8               0       7
xor2_1                 4       4
dfrtp_1               32      32
nand3_1               15      15
nor4_1                 6       6
nand2_1                6       6
xnor2_1               26      26
nor3_1                 4       4
nand4_1                9       9
[power by group through the flow]
| stage | registers (mW) | clock network [mW] | logic (mW) |
|---|---|---|---|
| 4_1_cts | 0.244 | 0.201 | 0.00655 |
| 5_1_grt | 0.244 | 0.214 | 0.00730 |
| 6_report | 0.244 | 0.198 | 0.00609 |
[through the flow]
stage	area [sq um]	worst slack (ns)	utilization (%)	total power, mW	instances
2_1_floorplan	1580	3.71	-	0.252	137
3_3_place_gp	1650	3.47	44.4	0.255	186
3_5_place_dp	1650	3.46	44.4	0.255	186
4_1_cts	1750	3.30	47.1	0.452	194
5_1_grt	1750	3.24	47.1	0.465	194
6_report	1750	3.30	47.1	0.448	194
[how the worst max path moves through the flow]
stage,startpoint,to,slack (ns)
6_report,clk_out$_DFFE_PP_,clk_out,3.30
4_1_cts,clk_out$_DFFE_PP_,clk_out,3.30
5_1_grt,clk_out$_DFFE_PP_,clk_out,3.24
[cells by family (layout without fill, tap and decap cells)]
kind of cell	count (synthesis)	count (layout)	synth area share, %
and+or+nand+nor	65	65	26.9
xor gates and xnor gates	30	30	16.6
DFF	33	33	52.6
buffers and inverters	7	16	2.22
adders and majority gates	2	2	1.58
Power is estimated from default activity; no workload was simulated.
