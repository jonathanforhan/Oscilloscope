`design/flow/design.v`:
```
`timescale 1ns / 1ps   
`default_nettype none
module Clock_Var_Gen #(
    parameter int FREQ_IN = 100_000_000   
) (
    input wire clk_in,
    input wire rst,
    input wire [31:0] freq,
    output logic clk_out
);
  logic [31:0] i = 0;
  always_ff @(posedge clk_in, posedge rst) begin
    if (rst) begin
      i <= 0;
    end else begin
      if (i >= FREQ_IN / (freq * 2)) begin
        i <= 0;
        clk_out <= ~clk_out;
      end else begin
        i <= i + 1;
      end
    end
  end
endmodule
```
`design/flow/constraint.sdc`:
```
current_design Clock_Var_Gen

set clk_period 6.2
set clk_io_pct 0.2

create_clock -name clk0 -period $clk_period [get_ports {clk_in}]

set non_clock_inputs [all_inputs -no_clocks]
set_input_delay [expr $clk_period * $clk_io_pct] -clock clk0 $non_clock_inputs
set_output_delay [expr $clk_period * $clk_io_pct] -clock clk0 [all_outputs]
```
`design/flow/run.sh`:
```
#!/bin/bash
# OpenROAD 26Q1-2900-gdf79404cd8, Yosys 0.63+post, stock flow scripts
make -C /OpenROAD-flow-scripts/flow DESIGN_CONFIG=/design/flow/config.mk WORK_HOME=/design/flow/orfs finish
```
`design/flow/config.mk`:
```
export PLATFORM = sky130hd
export DESIGN_NAME = Clock_Var_Gen
export DESIGN_NICKNAME = Clock_Var_Gen
export VERILOG_FILES = /design/flow/design.v
export SDC_FILE = /design/flow/constraint.sdc
export NUM_CORES = 4
export LEC_CHECK = 1
export CORE_UTILIZATION = 50
```
==> flow_summary.toml <==
# generated from flow reports
[place]
dpl_cell_area_um2 = 55300
portBuffers = 33
dp_hpwl_mm = 147
place_congestion = 1.16

[clock_tree]
cts_buffers = 5
root_buffer = "clkbuf_16"
hold_buffers = 0
cts_sinks = 33
htreeDepth = 2
cts_buffer_depth = 2

[floorplanning]
die_w_um = 266
io_pins = 35
chipHeight_um = 266
rows = 96
fp-utilization_pct = 50.6

[yosys]
ys_seq_elements = 33
synth_top_area_share_pct = 17.8
ys_area_um2 = 34700
yosys_cells = 5155
ys_types = 114
avgSynthCellArea_um2 = 6.74
ys_seq_share_pct = 2.39
syn_area_um2 = 34700
yosysTopAreaCell = "ha_1"
synth-main-ff-cell = "dfrtp_1"
synthArstFlopShare_pct = 97.0
most_common_cell = "nor2_1"
syn-instance-count = 5155
area_leaders = "ha_1 18%, a21oi_1 6.6%, nor2_1 5.6%"
edf_count = 1
yosysWarnings = 1
top_cells_by_count = "519 x nor2_1, 507 x nand2_1, 493 x ha_1, 455 x a21oi_1, 283 x o21ai_0"

[run_status]
status = "aborted with a tool error"
stop_stage = "5_1_grt"
error = "[ERROR GRT-0232] Routing congestion too high. Check the congestion heatmap in the GUI."

[timing]
grt_worst_setup_endpoint = "i[25]$_DFF_PP0_/D"
worst-ep-kind = "register data pin"

[grt]
grt_max_degree = 33
-- kinds of logic after synthesis --
| family | Yosys count | share of synthesized area, % |
|---|---|---|
| simple gates | 1911 | 26.7 |
| compound gates | 1868 | 36.7 |
| buf+inv | 403 | 4.60 |
| fa+ha+maj | 493 | 17.8 |
| flops | 33 | 2.39 |
| mux | 100 | 3.12 |
| xor+xnor | 346 | 8.72 |
| other cells | 1 | 0.0108 |
-- stage by stage --
step	hold WS (ns)	util, %	cells	total power, mW	setup WS (ns)
CTS	0.538	85.9	8540	2.93	-52.27
detailed placement	0.530	80.5	8348	2.56	-57.11
global placement	0.519	80.5	8348	2.54	-56.50
floorplan	0.461	-	5155	1.38	-55.16
-- repair_timing --
action	in CTS
gates resized	480
gates cloned	7
setup buffers	179
endpoints found under the setup margin	33
pin swaps	269
Power is estimated from default activity; no workload was simulated.
